==> design.v <==
module sort (clk, key1, key2, sw, led);
input clk, key1, key2;
input [3:0] sw;
output reg [7:0] led;
integer index, i, j;
reg [1:0] temp;
reg [1:0] array [0:3];
always @(posedge clk)
begin
	if (key1) begin
		index = sw[3:2];
 		array[index] = sw[1:0];
	end
	if (key2) begin
		for (i = 3; i >= 0; i = i - 1) begin
			for (j = 0 ; j < i; j = j + 1) begin
				if (array[j] > array[j + 1]) begin
					temp = array[j];
					array[j] = array[j + 1];
					array[j + 1] = temp;
				end 
		  	end
		end
	end
	for (i = 3; i >= 0; i = i - 1) begin
		index = 7 - 2*i;
		led[index -: 2] = array[i];
	end
end
endmodule
==> run.sh <==
#!/bin/bash
# OpenROAD 26Q1-2900-gdf79404cd8, Yosys 0.63+post, stock flow scripts
make -C /OpenROAD-flow-scripts/flow DESIGN_CONFIG=/design/flow/config.mk WORK_HOME=/design/flow/orfs finish
==> config.mk <==
export PLATFORM = sky130hd
export DESIGN_NAME = sort
export DESIGN_NICKNAME = sort
export VERILOG_FILES = /design/flow/design.v
export SDC_FILE = /design/flow/constraint.sdc
export NUM_CORES = 4
export LEC_CHECK = 1
export CORE_AREA = 10 10 88 88
export DIE_AREA = 0 0 98 98
==> constraint.sdc <==
current_design sort

set clk_period 3.0
set clk_io_pct 0.2

create_clock -name clk0 -period $clk_period [get_ports {clk}]

set non_clock_inputs [all_inputs -no_clocks]
set_input_delay [expr $clk_period * $clk_io_pct] -clock clk0 $non_clock_inputs
set_output_delay [expr $clk_period * $clk_io_pct] -clock clk0 [all_outputs]
==> run summary <==
Synthesis and place-and-route results.

- Once layout is complete, the utilization of the core stands at 0.422.
- Clock tree synthesis selected as its root buffer the cell sky130_fd_sc_hd__clkbuf_8.
- The post-route antenna net violation count is 0.
- The biggest combinational cell group after synthesis is AND-OR/OR-AND gates.
- The slowest stage of the critical path belongs to the cell sky130_fd_sc_hd__mux2_4.
- The number of clock buffers inserted by TritonCTS is 3.
- The share of the Yosys chip area taken by registers is 0.129.
- The number of global-route vias before repair was 1518.
- The post-synth count of flops with an enable pin is 0.
- The basic-gate share of the synthesized area counting and, or, nand and nor cells is 0.175.
- The area taken by sequential standard cells is reported as 160 um^2.
- Measured against its own limit, the worst slew margin works out to 0.738.
- The chip height is 98 um.
- Based on the critical path, the design can be clocked at up to 0.174 GHz.
- For the pin with the worst max-slew slack, the measured transition is between 300 and 400 ps.
- In this run the register-to-register setup slack is -2290 ps.
- The first global-routing pass estimated 7230 um of wire.
- The iteration tally of the first detailed-router pass is 4.
- The total detailed-routing wirelength is 4120 um.
- The library cells used most frequently in the layout, excluding fill and tap cells, are sky130_fd_sc_hd__buf_4, sky130_fd_sc_hd__ha_1, sky130_fd_sc_hd__inv_1.
- The async set-reset flop share out of synthesis is 0.
- The clock tree from TritonCTS is yes.
- The later pin in the worst-skew pair is clocked with a latency of 240 ps.
- The maximum clock path buffer count is 2.
- In this design, the stage delay of the slowest critical-path cell is around 350 ps.
- The instance count after placement with tap cells included is 291.
- The remaining routing DRC violations is 0.
- The critical path data arrival time is 5840 ps.
- The worst min-delay path startpoint is array[3][0].
- The horizontal extent of the die is slightly below 100 um.
- Detailed placement finished with a half-perimeter wire length of around 3000 um.
- The final layout report lists a filler cell count of 551.
- After layout, the worst setup slack is -2730 ps.
- OpenROAD emitted warnings numbering 40.
- The synth_stat.txt file lists the number of cells as 137.
- The data required time of the worst path is 3110 ps.
- The number of I/O port buffers is 14.
- The cell-mix breakdown from Yosys lists the compound-gate area share as 0.313.
- The most critical setup path has its startpoint at sw[3].
- The number of I/O pins is 15.
- Dividing the detail-routed wire length by the instance count gives 12.8 um.
- The most common logic cell in the final layout is sky130_fd_sc_hd__buf_4.
- For this run the aggregate overflow at the end of global routing stands at 0.
- The final tally of hold violations is 0.
- The routed layout has 1460 vias.
- The largest net degree at the start of global routing is 10.
- Setup repair after global routing could not meet its margin everywhere.
- The beginning of the worst register-to-register path is array[0][0].
- The number of max-slew violations in the final report is 0.
- The run finished, with violations left.
- The site row count is 28.
- The average vias per placed instance is 4.55.
- The worst clock skew is just over 0.7 ps.
- The post-synthesis register bit count is 8.
- The post-route non-filler standard cell count is between 300 and 400.
- The number of synthesis warnings is 2.
- Per the run summary, max-cap violations total 0.
- In the synthesis report, Yosys lists the chip area as 1240 um^2.
- Per the synthesis report, the adder-cell share of the synthesized area is 0.233.
- The chip occupies slightly below 10000 um^2.
- The initial antenna violation count is 0.
- The number of diodes is 0.
- STA reports the tightest min-delay check as being of type flip-flop to flip-flop.
- The kind of capture point of the worst setup path is a flip-flop.
- The startpoint type of the worst setup path is an input port.
- The floorplan core area is 5920 um^2.
- The area of the mapped netlist is ~1200 um^2.
- The combinational gate area is 1250 um^2.
- In this run, the synthesized area fraction spent on xor and xnor cells is recorded as 0.
- In this run the number of H-tree levels came out at 1.
- The floorplan step records an initial core utilization of 0.209.
- The final critical-path share of the clock period is 1.91.
- After synthesis, the mean cell area works out to 9.03 um^2.
- The layout overhead on the synthesized area is 102%.
- By startpoint and endpoint, the worst setup path is classified as input port to flip-flop.
- Yosys mapped the design onto 51 distinct sky130hd cell types.
- The sink count of the clock tree is 8.
- The routability congestion estimate from global placement is between 0.8 and 0.9.
- The global router's overall resource usage is 0.0864.
- For reference, the clock transition at the flip-flops on the worst setup and hold paths is 50 ps.
- The number of endpoints failing setup at the final stage is 4.
- The checks that failed: negative setup slack.
- The routed design could run at a clock period as short as 5730 ps.
- The commonest register cell after synthesis is sky130_fd_sc_hd__dfxtp_1.
- The share of synthesized area spent on multiplexers is 0.0829.
- Of all nets on the critical path, the largest fanout is 6.
- Counting every instance in the synthesized netlist gives 137.
- The fraction of layout cells with a size suffix above 1 is 0.598.
- Per the log, the first TritonRoute iteration ended with a DRC count of about 40.
registers in the layout, indices dropped and copies added (netlist names):
signal / count
array: 4
led: 4
through the flow:
stage          cell area [um^2]  hold slack, ps  setup TNS, ps  setup WS, ps
2_1_floorplan              1400             542          -7140         -2710
3_3_place_gp               2120             609         -11370         -3510
3_5_place_dp               2120             622         -11540         -3560
4_1_cts                    2500             635          -8360         -2790
5_1_grt                    2500             652          -8400         -2980
6_report                   2500             634          -7570         -2730
cell usage after synthesis, drive strengths merged, types with 3 or more instances:
cell type	count	area [um^2]
dfxtp	8	160
a211oi	8	65.1
ha	23	288
o21bai	4	45.0
a2111oi	4	60.1
a221oi	3	50.1
mux2i	8	80.1
nand2	7	26.3
nor2	7	28.8
and2	3	18.8
a21oi	3	15.0
inv	22	82.6
o21ai	4	23.8
final timing paths:
check | end | cells past startpoint
setup reg to reg | array[0][0] | 29
hold / removal | array[3][0] | 2
setup / recovery | array[0][0] | 30
hold reg to reg | array[3][0] | 2
area by class of cell:
class | count | share of cell area
multi-input cells | 107 | 0.499
repair buffers | 106 | 0.350
flip-flops and latches | 8 | 0.0641
well taps | 75 | 0.0376
inverters | 22 | 0.0330
clock buffers | 3 | 0.0165
worst max-delay path: cells and delay by family:
kind            cells  cell delay, ps
buf+inv             6             520
mux                 2             550
compound gates     10            1720
fa+ha+maj           5            1160
simple gates        7            1270
layer usage:
metal,track usage,vias to the layer above,share of wire
li1,-,730,-
met1,0.119,694,0.47
met2,0.141,27,0.47
met3,0.00925,9,0.034
met4,0.0201,0,0.026
met5,0,-,0
logic make-up after synthesis:
group	after synthesis
AND-OR/OR-AND	40
AND/OR/NAND/NOR	34
adder cells (fa/ha/maj)	23
buffers and inverters	22
multiplexers	10
flip-flops	8
repair_timing:
action,CTS,global route
hold buffers,0,0
pin swaps,26,20
buffers inserted,31,5
endpoints found under the setup margin,6,4
resized,44,6
