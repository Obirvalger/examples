## design/flow/design.v

```verilog
module adder
	#(parameter Width = 8)
	(input [Width-1:0]	a,b,
	output [Width-1:0]	sum);
	assign sum = a+b;
endmodule
```

## design/flow/run.sh

```bash
#!/bin/bash
# OpenROAD 26Q1-2900-gdf79404cd8, Yosys 0.63+post, stock flow scripts
make -C /OpenROAD-flow-scripts/flow DESIGN_CONFIG=/design/flow/config.mk WORK_HOME=/design/flow/orfs finish
```

## design/flow/config.mk

```make
export PLATFORM = sky130hd
export DESIGN_NAME = adder
export DESIGN_NICKNAME = adder
export VERILOG_FILES = /design/flow/design.v
export SDC_FILE = /design/flow/constraint.sdc
export NUM_CORES = 4
export LEC_CHECK = 1
export CORE_AREA = 10 10 70 70
export DIE_AREA = 0 0 80 80
```

## design/flow/constraint.sdc

```tcl
current_design adder

set clk_period 5.8
set clk_io_pct 0.2

create_clock -name clk0 -period $clk_period

set non_clock_inputs [all_inputs -no_clocks]
set_input_delay [expr $clk_period * $clk_io_pct] -clock clk0 $non_clock_inputs
set_output_delay [expr $clk_period * $clk_io_pct] -clock clk0 [all_outputs]
```

==> qor.yml <==
slew_violations: 0
min_from: "b[0]"
hold-path-endpoint: "sum[0]"
cp_num_buf_inv: 3
antenna_left: 0
crit_fanout: 3
yosysMostFrequentCell: "ha_1"
synthTopCellsByCount: "7 x ha_1, 5 x a21oi_1, 5 x inv_1, 3 x o211ai_1"
postCtsHoldBufs: 0
dieArea_um2: 6400
period_used_pct: 75.3
hp-class: "input pin to output port"
min_path_cells: 3
ys_seq_share_pct: 0
max-vdd-ir-drop_mv: 0.0292
initCoreUtil_pct: 9.71
grt_pass1_wl_um: 1810
log.warning_count: 32
yosysTopAreaCellShare_pct: 26.4
setup_tns_ns: 0
rsz0062_at_grt: "false"
nFillCells: 402
hpwl_um: 1030
die_x_um: 80
required_ns: 4.64
clkbuf_count: 0
setup_viol: 0
layout-area-overhead-vs-synth_pct: 89.8
routed_via_density: 3.59
cpMostUsedCell: "clkdlybuf4s50_1"
synth_area_leader_cell: "ha_1"
wl_per_cell_um: 9.94
post_cts_resized: 0
cp-start-kind: "input pin"
mappedNetlistArea_um2: 332
comb_area_um2: 313
crit_path_max_incr_delay_ns: 0.52
slew_headroom_pct: 73.0
grt_max_degree: 7
flop-count: 0
crit_chain: "clkdlybuf4s50_1 > ha_1 > inv_1 > fa_1 > nor2b_4 > o31a_1 > o311ai_1 > clkdlybuf4s50_1"
dr.pass1.iters: 5
fmax_mhz: 229
core_um2: 3420
vias: 402
ys_types: 23
cp_top_family: "buffers and inverters"
drcViolationCount: 0
maxCapViolCount: 0
antenna_found_initial: 0
yosys-stat-area_um2: 332
power_density_nw_per_um2: 98.2
regArea_um2: 0
routed_wl_um: 1110
top_cells_by_area: "ha_1 26%, a21oi_1 7.5%, o211ai_1 6.8%"
syn_avg_cell_area_um2: 7.89
p_leak_nw: 0.242
yosys_cells: 42
period_needed_ns: 4.37
portBuffers: 24
track_usage_pct: 3.38
endpoint_kind: "output port"
drive_above_1_share_pct: 1.52
slowest_stage: "clkdlybuf4s50_1"
ios: 24
grt-ovfl-total: 0
postCtsSetupBuffers: 0
die_h_um: 80
status: "finished clean"
place_congestion: 0.705
hold_viol_final: 0
synthCells: 42
antenna_cells: 0
drt_iter0_drc: 7
grt_pass1_vias: 416
num_rows: 21
crit_arrival_ns: 3.21
tightest_slew_ns: 0.403
yosysWarnings: 0
post_dp_cell_area_um2: 629
critPathKind: "input pin to output port"
fin_area_um2: 629
## cell families after synthesis
| group | synth area share, % |
|---|---|
| AOI/OAI and AO/OA | 37.4 |
| adders and majority gates | 32.5 |
| and+or+nand+nor | 14.0 |
| buffers and inverters | 5.66 |
| xor gates and xnor gates | 10.6 |
## layout make-up
cell class / instances / area share [%]
tap: 46 / 9.15
multi-input combinational: 37 / 49.7
timing repair buffer: 24 / 38.2
inverter: 5 / 2.98
## per-stage QoR
| stage | hold WS, ns | cells | power (mW) | worst slack [ns] | utilization, % |
|---|---|---|---|---|---|
| after floorplan | 2.39 | 42 | 0.0263 | 2.50 | - |
| after global placement | 3.37 | 112 | 0.0628 | 1.43 | 18.4 |
| after detailed placement | 3.36 | 112 | 0.0628 | 1.41 | 18.4 |
| after CTS | 3.36 | 112 | 0.0634 | 1.41 | 18.4 |
| after global routing | 3.40 | 112 | 0.0696 | 1.29 | 18.4 |
| final | 3.35 | 112 | 0.0618 | 1.43 | 18.4 |
## per-layer routing
metal / up-vias / global-route usage (%) / share of wire [%]
li1: 211 / - / -
met1: 173 / 4.17 / 43
met2: 18 / 5.14 / 38
met3: 0 / 2.16 / 19
met4: 0 / 0 / 0
met5: - / 0 / 0
## tightest hold or removal path, stage by stage
cell and delay (ns):
clkdlybuf4s50_1 0.45, ha_1 0.12, clkdlybuf4s50_1 0.46
## where the power goes
group          internal (mW)  switching [mW]
logic                 0.0402          0.0216
clock network              0               0
registers                  0               0
total                 0.0402          0.0216
## worst max path at each step
stage     start     end  slack, ns  cells past startpoint
4_1_cts    a[0]  sum[6]       1.41                      8
5_1_grt    a[0]  sum[6]       1.29                      8
6_report   a[0]  sum[6]       1.43                      8
## cells in the final DEF (no fill, tap or decap)
cell / n
nand2b_1: 1
xnor2_1: 2
o311ai_1: 1
o2bb2ai_1: 1
nor2b_4: 1
o31a_1: 1
o311ai_0: 1
nor2b_1: 1
xor2_1: 2
ha_1: 7
a21o_1: 1
o21ai_0: 2
nor3b_1: 1
fa_1: 1
nor2_1: 1
a221oi_1: 1
nor3_1: 1
o21a_1: 1
a211oi_1: 1
a21oi_1: 5
inv_1: 5
o211ai_1: 3
nand2_1: 1
clkdlybuf4s50_1: 24
No activity file was given, so power comes from the tool's default toggle rates.
